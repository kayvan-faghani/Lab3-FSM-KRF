==> flow/run.sh <==
#!/bin/bash
# OpenROAD 26Q1-2900-gdf79404cd8, Yosys 0.63+post, stock flow scripts
make -C /OpenROAD-flow-scripts/flow DESIGN_CONFIG=/design/flow/config.mk WORK_HOME=/design/flow/orfs finish
==> flow/config.mk <==
export PLATFORM = sky130hd
export DESIGN_NAME = delay
export DESIGN_NICKNAME = delay
export VERILOG_FILES = /design/flow/design.v
export SDC_FILE = /design/flow/constraint.sdc
export NUM_CORES = 4
export LEC_CHECK = 1
export CORE_AREA = 10 10 70 70
export DIE_AREA = 0 0 80 80
==> flow/constraint.sdc <==
current_design delay

set clk_period 3.1
set clk_io_pct 0.2

create_clock -name clk0 -period $clk_period [get_ports {clk}]

set non_clock_inputs [all_inputs -no_clocks]
set_input_delay [expr $clk_period * $clk_io_pct] -clock clk0 $non_clock_inputs
set_output_delay [expr $clk_period * $clk_io_pct] -clock clk0 [all_outputs]
==> flow/design.v <==
module delay #(
    parameter WIDTH = 8     
)(
    input   logic               clk,         
    input   logic               rst,         
    input   logic               trigger,     
    input   logic [WIDTH-1:0]   n,           
    output  logic               time_out     
);
    logic [WIDTH-1:0]   count = {WIDTH{1'b0}};             
    typedef enum {IDLE, COUNTING, TIME_OUT, WAIT_LOW}  my_state;
    my_state current_state, next_state;
    always_ff @(posedge clk)
        if (rst | trigger | count=={WIDTH{1'b0}}) count <= n - 1'b1;
        else                                count <= count - 1'b1;
    always_ff @(posedge clk)
        if (rst)    current_state <= IDLE;
        else        current_state <= next_state; 
    always_comb
        case (current_state)
            IDLE:       if (trigger==1'b1)  next_state = COUNTING;
                        else    next_state = current_state;
            COUNTING:   if (count=={WIDTH{1'b0}}) next_state = TIME_OUT;
                        else    next_state = current_state;
            TIME_OUT:   if (trigger==1'b1)  next_state = WAIT_LOW;
                        else    next_state = IDLE;
            WAIT_LOW:   if (trigger==1'b0)  next_state = IDLE;
                        else    next_state = current_state;
            default: next_state = IDLE;
        endcase
    always_comb
        case (current_state)
            IDLE:       time_out = 1'b0;
            COUNTING:   time_out = 1'b0;
            TIME_OUT:   time_out = 1'b1;
            WAIT_LOW:   time_out = 1'b0;
            default:    time_out = 1'b0;
        endcase
endmodule
==> impl_metrics.yaml <==
# physical design summary
run_status:
  status: "completed"
final_timing:
  fin_setup_tns_ns: 0
  setup_slack_ns: 0.777
  grt_setup_unrepaired: "false"
  relSlewSlack_pct: 61.7
  worst_pin_slew_ns: 0.573
  report.final.setup_viol: 0
  hold_violations: 0
  final_max_slew_viol_count: 0
  clock_skew_ns: 0.00429
  finalClockPeriodUsage_pct: 74.9
  fin_crit_ns: 2.32
  fmax_mhz: 431
yosys:
  async_reset_ff_share_pct: 0
  postSynthSeqShare_pct: 37.6
  synthCells: 71
  ys_ff: 12
  synthDistinctLibCells: 28
  yosys_cells: 71
  ff_type: "dfxtp_1"
  top_area_share_pct: 37.6
  top_area_cell: "dfxtp_1"
  syn_area_um2: 639
  topCellsByArea: "dfxtp_1, mux2i_1, xor2_1"
  yosys_warnings: 1
  top_cells_by_count: "dfxtp_1, nor2_1, nor3_1"
  syn_avg_cell_area_um2: 9.01
  edf_count: 0
  most_common_cell: "dfxtp_1"
  ys_area_um2: 639
global_routing:
  grt_max_degree: 11
  grt.overflow.total: 0
  grt_antenna_before_repair: 0
  grt_usage_pct: 4.50
  grt_pass1_vias: 509
  grt_pass1_wl_um: 2360
clock_network:
  insertion_delay_ns: 0.27
  numCtsBuffers: 3
  cts_tree: "yes"
  htreeDepth: 1
  post_cts_resize_count: 0
  root_buffer: "clkbuf_4"
  ctsHoldBuffers: 0
  clk_pin_slew_ns: 0.08
  clk_path_buf_depth: 2
  clock-sinks: 12
  cts_setup_buffers: 0
setup_path:
  cp-start-kind: "flop"
  r2r_cells: 6
  r2r_end: "count[4]$_DFF_P_"
  path_max_fanout: 7
  crit_path_start: "count[7]$_DFF_P_"
  critPathKind: "reg -> reg"
  cp-end-kind: "flop"
  crit_end: "count[4]$_DFF_P_"
  critPathArrivalTime_ns: 2.48
  rr_startpoint: "count[7]$_DFF_P_"
  worstPathRequired_ns: 3.26
  rrSetupSlack_ns: 0.78
route:
  num_vias: 556
  drc: 0
  firstDrtPassIters: 4
  ant_nets: 0
  wl_per_cell_um: 10.8
  routed_wirelength_um: 1400
  antenna-diode-count: 0
  drt_iter0_drc: 18
  vias_per_cell: 4.28
floorplanning:
  die_h_um: 80
  num_rows: 21
  initial_utilization_pct: 18.7
  dieArea_um2: 6400
  fp.coreArea_um2: 3420
  io_pins: 12
  fp.dieW_um: 80
final_layout:
  multiInputGateArea_um2: 384
  fillers: 387
  area_delta_synth_final_pct: 31.3
  layout-drive-gt1-share_pct: 13.1
  regArea_um2: 240
pwr:
  p_leak_uw: 0.000297
  vdd_ir_drop_max_uv: 144
  power_density_nw_per_um2: 468
placed_design:
  pre_cts_slack_ns: 0.692
  io_buffers: 11
  gp_congestion: 0.805
  dp_hpwl_um: 1140
flow_run:
  maxCapViolations: 0
  warnings: 25
min_path:
  holdCritPathClass: "reg -> reg"
## per-layer routing
layer | vias up | GRT usage, % | wire (µm)
li1 | 289 | - | -
met1 | 252 | 6.30 | 714
met2 | 10 | 6.10 | 578
met3 | 5 | 2.05 | 72
met4 | 0 | 1.06 | 38
met5 | - | 0 | 0
## state kept, by name (all words and copies together) (netlist names)
name,cells
count,8
current_state,4
## power by group
part	switching [µW]	leakage [µW]	internal, µW	total (µW)
combinational	36.9	0.000176	39.5	76.4
clock	52.1	0.0000210	71.4	123
sequential	20.1	0.000100	173	193
total	109	0.000297	284	393
## critical path: stages, from the launching register on
cell	delay, ns
dfxtp_1	0.33
or4_4	0.58
o41ai_4	0.50
mux2i_1	0.29
ha_1	0.24
nand3_1	0.10
xor2_1	0.17
## placed cells by master (no fill, tap or decap), drive strengths merged, types with 2 or more instances in the layout
cell type / netlist / routed
o21a: 2 / 2
nand2: 3 / 3
a21oi: 4 / 4
nand3: 2 / 2
mux2i: 4 / 4
clkbuf: 3 / 4
nor2: 6 / 6
xor2: 4 / 4
or2: 2 / 2
or4: 3 / 3
nor3b: 2 / 2
o21ai: 4 / 4
clkdlybuf4s50: 0 / 11
a22oi: 5 / 5
nor3: 6 / 6
dfxtp: 12 / 12
## per-stage QoR
stage / hold slack (ns) / instance area, µm² / utilization (%) / instances / power (µW)
final: 0.475 / 840 / 24.6 / 130 / 393
after floorplan: 0.453 / 639 / - / 71 / 246
after global placement: 0.460 / 803 / 23.5 / 126 / 273
after CTS: 0.480 / 840 / 24.6 / 130 / 400
after detailed placement: 0.467 / 803 / 23.5 / 126 / 274
after global routing: 0.509 / 840 / 24.6 / 130 / 423
## final cells by class
cell class / instances / share of cell area (%)
Tap cell: 46 / 6.86
Multi-Input combinational cell: 55 / 45.8
Sequential cell: 12 / 28.6
Clock buffer: 4 / 4.32
Timing Repair Buffer: 12 / 14.0
Inverter: 1 / 0.447
## worst min-delay path by stage
stage | start | to | cells after the start
5_1_grt | current_state[2]$_DFF_P_ | current_state[1]$_DFF_P_ | 1
6_report | current_state[2]$_DFF_P_ | current_state[1]$_DFF_P_ | 1
4_1_cts | current_state[2]$_DFF_P_ | current_state[1]$_DFF_P_ | 1
## kinds of logic (layout without fill, tap and decap cells)
group / count (synthesis) / count (layout) / share of synthesized area, %
compound gates: 19 / 19 / 22.9
xor+xnor: 5 / 5 / 6.85
fa+ha+maj: 1 / 1 / 1.96
buf+inv: 4 / 17 / 2.35
flops: 12 / 12 / 37.6
mux: 4 / 4 / 6.26
simple gates: 26 / 26 / 22.1
Power is estimated from default activity; no workload was simulated.
